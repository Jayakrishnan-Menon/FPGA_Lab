**/design/flow/run.sh**
```bash
#!/bin/bash
# OpenROAD 26Q1-2900-gdf79404cd8, Yosys 0.63+post, stock flow scripts
make -C /OpenROAD-flow-scripts/flow DESIGN_CONFIG=/design/flow/config.mk WORK_HOME=/design/flow/orfs finish
```
**/design/flow/config.mk**
```make
export PLATFORM = sky130hd
export DESIGN_NAME = Dual_Port_RAM
export DESIGN_NICKNAME = Dual_Port_RAM
export VERILOG_FILES = /design/flow/design.v
export SDC_FILE = /design/flow/constraint.sdc
export NUM_CORES = 4
export LEC_CHECK = 1
export CORE_UTILIZATION = 40
```
**/design/flow/constraint.sdc**
```tcl
current_design Dual_Port_RAM

set clk_period 3.2
set clk_io_pct 0.2

create_clock -name clk0 -period $clk_period [get_ports {clk}]

set non_clock_inputs [all_inputs -no_clocks]
set_input_delay [expr $clk_period * $clk_io_pct] -clock clk0 $non_clock_inputs
set_output_delay [expr $clk_period * $clk_io_pct] -clock clk0 [all_outputs]
```
**/design/flow/design.v**
```verilog
module Dual_Port_RAM(
  input clk,
  input we_a,
  input we_b,
  input [3:0] addr_a,
  input [3:0] addr_b,
  input [7:0] din_a,
  input [7:0] din_b,
  output reg [7:0] dout_a,
  output reg [7:0] dout_b
);
  reg [7:0] ram [15:0];
  always @(posedge clk) begin
    if (we_a) ram[addr_a] <= din_a;
    dout_a <= ram[addr_a];  
    if (we_b) ram[addr_b] <= din_b;
    dout_b <= ram[addr_b];  
  end
endmodule 
```
==> Slide: Implementation Results <==
Key Metrics from the Run

Run status
  – Outcome: completed

Detailed routing
  – Vias per inst: 5.85
  – DRC Markers: 0
  – Final WL: 21400 um
  – Post-route ant nets: 0
  – Vias: 4748
  – First DRT Iteration DRCs: 307
  – # diodes: 0
  – DR WL/cell: 26.3 um
  – Detailed Routing Iterations Pass 1: 4

Timing
  – Tcrit/Tclk final: 0.788
  – Tmin final: 2.52 ns
  – Setup_tns: 0 ns
  – Final setup fails: 0
  – Maximum clock frequency: 396 MHz
  – Final worst setup slack: 0.677 ns
  – Final hold violation count: 0
  – Tightest Pin Transition: 0.781 ns
  – Max-slew violations: 0
  – Clock Skew: 0.00646 ns
  – RSZ-0062 raised after global routing: no
  – Slew margin rel.: 0.474

Logic synthesis
  – Yosys top cell by area: edfxtp_1
  – Area leader share: 0.484
  – Async SR Flop Fraction: 0
  – Cells after synthesis: 488
  – Post-synth seq share: 0.524
  – Aoi share: 0.0420
  – Biggest area cells: edfxtp_1, mux4_2, mux2_2, dfxtp_1, a22oi_1
  – Mux frac, synth: 0.363
  – Cells in synth_stat.txt: 488
  – Syn avg cell area: 16.3 um2
  – Simple share: 0.0436
  – Ys flops: 144
  – YS chip area: 7950 um2
  – Top cells by count: edfxtp_1, mux2_2, mux4_2
  – Comb area leader: multiplexers
  – Synth warnings: 1
  – Count of library flops with an enable pin: 128
  – Adder Area Share: 0
  – Synth top cell by count: edfxtp_1
  – Mapped cell area: 7950 um2
  – Unique masters post-synth: 29
  – Yosys xor share: 0
  – Synth Flop Type: edfxtp_1

Power and ir drop
  – P_leak: 0.00305 uW
  – Max IR drop VDD: 0.333 mV
  – PwrDens: 498 nW/um2
  – Combinational Power Share: 0.125
  – Pint: 3580 uW
  – Clk pwr share: 0.403
  – Sw Share: 0.226
  – Sw Pwr: 1040 uW
  – Reg power frac: 0.472

Placed design
  – Hpwl dp: 13600 um
  – Routability cong.: 0.860
  – Place WS: 0.293 ns
  – Port bufs: 42

CTS
  – TritonCTS Buffers: 17
  – CTS tree: done
  – CTS root buffer: clkbuf_16
  – Insertion Delay late pin: 0.41 ns
  – Post CTS Setup Buffer Count: 0
  – CTS sink cnt: 144
  – CTS HTree Levels: 4
  – Number of buffers on the longest clock path: 2
  – Post_cts resized: 0
  – Cts hold-fix bufs: 0
  – Clk slew on worst S/H paths: 0.06 ns

Global route
  – Largest net degree at the start of global routing: 36
  – Vias in the first global route: 5137
  – Global-route wire length before repair: 31900 um
  – Global Route Usage Sum: 0.239
  – Grt ovf: 0
  – Initial antenna violation count: 0

Worst setup path
  – Crit-path max cell delay: 0.64 ns
  – RR Endpoint: dout_b[7]
  – Critical Path AT: 2.65 ns
  – Internal reg-to-reg setup slack: 1.71 ns
  – Crit end category: register
  – Crit-path cells: clkdlybuf4s50_1 > or3b_2 > o21ai_0 > buf_4
  – Crit-path max FO: 5
  – Critical path type: primary input to register
  – Slowest-stage cell, CP: o21ai_0
  – R2r startpoint: ram[8][7]
  – Worst EP required: 3.33 ns
  – Crit. Startpoint: we_a
  – Startpoint types: primary input
  – CP endpoint: ram[12][3]
  – R2r worst-path depth: 3

Floorplanning
  – # IOs: 43
  – Chip area: 20400 um2
  – Pre-Place Util: 0.408
  – FP Rows: 51
  – Chip width: 143 um
  – Core Footprint: 19500 um2
  – Die Y: 143 um

Flow run
  – Count of tool warnings: 25
  – Max-cap viol count: 0

Layout
  – Syn-to-layout area delta: 16.8%
  – Layout cell share with drive strength beyond 1: 0.490

Hold path
  – Hold WC Path Type: register to register
how the worst min path moves through the flow:
stage | slack [ns] | startpoint | cells after the start | end
after CTS | 0.70 | ram[14][3] | 3 | dout_a[3]
after global routing | 0.72 | ram[14][3] | 3 | dout_b[3]
final | 0.71 | ram[13][3] | 3 | dout_a[3]
cells by family after synthesis:
logic type / Yosys count
and+or+nand+nor: 56
AOI/OAI and AO/OA: 48
DFF: 144
muxes: 192
buffers and inverters: 48
metal layers:
layer / GRT usage / vias up / wire length [um]
li1: - / 2092 / -
met1: 0.310 / 2351 / 7960
met2: 0.358 / 286 / 9960
met3: 0.153 / 19 / 3170
met4: 0.0340 / 0 / 302
met5: 0 / - / 0
area by class of cell:
| type | count | area [um2] |
|---|---|---|
| fill | 1634 | 10200 |
| sequential | 144 | 4160 |
| multi-input combinational | 296 | 3560 |
| timing repair buffer | 75 | 673 |
| clock buffer | 18 | 429 |
| tap | 265 | 332 |
| clock inverter | 14 | 124 |
state kept, by name (all words and copies together), names as in the netlist:
signal,count
dout_a,8
dout_b,8
ram,128
stage by stage:
stage	utilization	cells	hold WS, ns	area (um2)	power [uW]
2_1_floorplan	-	488	0.655	7950	2560
3_3_place_gp	0.449	780	0.683	8730	2790
3_5_place_dp	0.449	780	0.688	8730	2790
4_1_cts	0.477	812	0.703	9290	4650
5_1_grt	0.477	812	0.721	9290	4780
6_report	0.477	812	0.706	9290	4620
cells in the final DEF (no fill, tap or decap):
master	count
clkinvlp_4	1
o22ai_1	9
clkbuf_16	17
clkinv_4	2
nand3_2	1
clkbuf_1	1
nor2_4	2
edfxtp_1	128
buf_4	31
a22oi_1	32
nor3b_2	1
o21ai_0	6
nand2_1	19
nand3b_4	2
or3b_2	1
mux2_2	126
buf_2	4
nor2b_1	5
bufinv_16	2
buf_12	2
nand3_1	1
and2_1	2
nand3b_1	2
nand2b_1	7
mux2_1	2
clkdlybuf4s50_1	38
dfxtp_1	16
or3_1	2
mux4_2	64
clkinv_1	5
o21bai_1	1
or2_2	1
clkinv_2	4
nor2_2	7
nor2_1	3
power groups by stage:
stage	Combinational [uW]	Clock [uW]	Sequential, uW
4_1_cts	582	1890	2180
5_1_grt	619	1970	2190
6_report	578	1860	2180
critical path: cells and delay by family:
family          cells  cell delay, ns
compound gates      1            0.64
buf+inv             2            0.85
simple gates        1            0.52
Power is estimated from default activity; no workload was simulated.
