==> ./design.v <==
module Dual_Port_ROM (
  input [3:0] addr_a, addr_b,  
  output reg [7:0] data_a, data_b  
);
  reg [7:0] rom [15:0];
  initial begin
    rom[0] = 8'h12; rom[1] = 8'h34; rom[2] = 8'h56; rom[3] = 8'h78;
    rom[4] = 8'h9A; rom[5] = 8'hBC; rom[6] = 8'hDE; rom[7] = 8'hF0;
    rom[8] = 8'h11; rom[9] = 8'h22; rom[10] = 8'h33; rom[11] = 8'h44;
    rom[12] = 8'h55; rom[13] = 8'h66; rom[14] = 8'h77; rom[15] = 8'h88;
  end
  always @(*) begin
    data_a = rom[addr_a];  
    data_b = rom[addr_b];  
  end
endmodule
==> ./run.sh <==
#!/bin/bash
# OpenROAD 26Q1-2900-gdf79404cd8, Yosys 0.63+post, stock flow scripts
make -C /OpenROAD-flow-scripts/flow DESIGN_CONFIG=/design/flow/config.mk WORK_HOME=/design/flow/orfs finish
==> ./config.mk <==
export PLATFORM = sky130hd
export DESIGN_NAME = Dual_Port_ROM
export DESIGN_NICKNAME = Dual_Port_ROM
export VERILOG_FILES = /design/flow/design.v
export SDC_FILE = /design/flow/constraint.sdc
export NUM_CORES = 4
export LEC_CHECK = 1
export CORE_AREA = 10 10 70 70
export DIE_AREA = 0 0 80 80
==> ./constraint.sdc <==
current_design Dual_Port_ROM

set clk_period 1.2
set clk_io_pct 0.2

create_clock -name clk0 -period $clk_period

set non_clock_inputs [all_inputs -no_clocks]
set_input_delay [expr $clk_period * $clk_io_pct] -clock clk0 $non_clock_inputs
set_output_delay [expr $clk_period * $clk_io_pct] -clock clk0 [all_outputs]
==> impl_metrics.tcl <==
# flow metrics
set metrics [dict create \
    status "completed" \
    flop-count 0 \
    postCtsSetupBuffers 0 \
    synth_chip_area_um2 279.0 \
    finalSetupViolCount 0 \
    fin_util 0.1985 \
    gr-total-overflow 0 \
    peakVddDrop_uv 118.1 \
    rows 21 \
    fmax_ghz 0.8387 \
    relSlewSlack 0.8470 \
    hpwl_um 879.8 \
    final.setup.worst_slack_ns 0.007649 \
    aoi_share 0.2691 \
    hp-start "addr_a[1]" \
    postCtsHoldBufs 0 \
    tightestPinTransition_ns 0.2286 \
    period_needed_ns 1.192 \
    maxCapViolCount 0 \
    core_area_um2 3416 \
    cp.required_ns 0.96 \
    dp_cells 117 \
    fin_cells 117 \
    n_fill_cell 387 \
    layout-drive-gt1-share 0.6197 \
    grt_setup_unrepaired "yes" \
    critPathSlowestCell "and2_4" \
    grt_max_degree 9 \
    ys_seq_share 0 \
    xor_share 0.03139 \
    place_ws_ns -0.8536 \
    antenna_cells 0 \
    antenna_left 0 \
    chip_area_um2 6400 \
    worst_ep_arrival_time_ns 0.95 \
    end_kind "primary output" \
    drt-total-wl_um 1054 \
    yosysUniqueCellTypes 18 \
    synthAdderAreaFrac 0.1794 \
    yosysWarnings 1 \
    finalPower_uw 217.0 \
    whs_ns 0.7696 \
    simple_gate_share 0.3857 \
    grt_util_all_layers 0.03048 \
    antenna_found_initial 0 \
    drv_slew 0 \
    crit_chain "buf_8 -> ha_4 -> and2_4 -> o31ai_2 -> buf_2" \
    cp_slowest_stage_delay_ns 0.16 \
    drtIter0Drc 3 \
    p_leak_uw 0.0003005 \
    synth.cell_area_um2 279.0 \
    clkbuf_count 0 \
    gp_congestion 0.6930 \
    wl_per_cell_um 9.009 \
    hold_viol 0 \
    die_y_um 80 \
    pwr_density_cell_nw_per_um2 320.0 \
    critical_path_class "in -> out" \
    io_pins 24 \
    period_used_share 0.9936 \
    yosys-dominant-comb-family "simple AND/OR/NAND/NOR gates" \
    area_growth_pct 143.0 \
    min_to "data_a[6]" \
    num_vias 377 \
    hold_path.class "in -> out" \
    die_x_um 80 \
    path_max_fanout 3 \
    syn_inst 41 \
    drc 0 \
    portBuffers 24 \
    hold_depth 4 \
    ys_cells 41 \
    routed_via_density 3.222 \
    seqCellArea_um2 0 \
    grt_pass1_wl_um 1731 \
    startpoint_type "input port" \
    ys_sh_mux 0 \
    synth_area_per_cell_um2 6.805 \
    tool_warnings 36 \
    grt_pass1_vias 381 \
    first_pass_iters 3 \
    floorplan.core_util 0.08169 \
]
-- cell usage in the layout (no fill, tap or decap), types with 3 or more instances in the layout --
cell type	n
nor2_1	4
buf_2	7
nand2_1	4
ha_4	4
o21ai_1	4
buf_4	9
nand2b_1	3
o31ai_2	3
dlygate4sd2_1	4
clkbuf_2	4
buf_8	5
-- cell usage after synthesis --
cell      instances  share of area
nor2_1            5          0.067
ha_1              4           0.18
nand2_1           4          0.054
nand2b_1          4          0.090
o31ai_1           4           0.11
and2_1            3          0.067
buf_6             2          0.081
inv_1             2          0.027
inv_2             2          0.027
o21ai_0           2          0.036
o21ai_1           2          0.036
a22o_1            1          0.031
a31o_1            1          0.031
nand2b_2          1          0.031
nand2b_4          1          0.049
nor3b_1           1          0.027
o21a_1            1          0.027
xnor2_1           1          0.031
-- kinds of logic (layout without fill, tap and decap cells) --
group / Yosys count / count (layout)
xor+xnor: 1 / 1
fa+ha+maj: 4 / 4
compound gates: 11 / 11
buf+inv: 6 / 36
simple gates: 19 / 19
-- stage by stage --
| step | instance area [um2] | TNS (ns) |
|---|---|---|
| floorplan | 279.0 | 0 |
| global placement | 614.3 | -11.24 |
| detailed placement | 614.3 | -11.32 |
| CTS | 660.6 | -0.04070 |
| global route | 678.2 | -0.09911 |
| finish | 678.2 | 0 |
-- routing by layer --
metal,GRT usage,wire [um]
met1,0.03889,464
met3,0.005682,59
met4,0,0
met2,0.05457,530
met5,0,0
-- worst max-delay path by stage --
stage | cells past startpoint | endpoint | from
4_1_cts | 5 | data_a[6] | addr_a[1]
5_1_grt | 5 | data_a[6] | addr_a[1]
6_report | 5 | data_b[6] | addr_b[0]
-- critical path: cells and delay by family --
| family | cells | cell delay (ns) |
|---|---|---|
| compound gates | 1 | 0.16 |
| simple gates | 1 | 0.16 |
| fa+ha+maj | 1 | 0.15 |
| buf+inv | 2 | 0.24 |
-- report_power, final --
part	internal, uW	total (uW)	switching, uW
Sequential	0	0	0
Clock	0	0	0
Combinational	134	217	82.8
-- cell type report --
cell class | count | area [um2] | area share
inverters | 4 | 15.01 | 0.02214
multi-input cells | 35 | 340.3 | 0.5018
well taps | 46 | 57.56 | 0.08487
repair buffers | 32 | 265.3 | 0.3911
-- what timing repair did --
action,in CTS,in global routing
pin swaps,7,1
gates resized,90,15
setup endpoints to repair,16,8
