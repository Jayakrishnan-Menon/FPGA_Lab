==> /design/flow/design.v <==
module sevseg(
  input wire clk,
  output reg [6:0] HEX0,
  output reg [6:0] HEX1,
  output reg [6:0] HEX2,
  output reg [6:0] HEX3,
  output reg [6:0] HEX4,
  output reg [6:0] HEX5
);
  integer i=0,j=0;
  function [6:0] seg_decode;
    input [3:0] digit;
    case (digit)
      4'h0: seg_decode = 7'b1000000;
      4'h1: seg_decode = 7'b1111001;
      4'h2: seg_decode = 7'b0100100;
      4'h3: seg_decode = 7'b0110000;
      4'h4: seg_decode = 7'b0011001;
      4'h5: seg_decode = 7'b0010010;
      4'h6: seg_decode = 7'b0000010;
      4'h7: seg_decode = 7'b1111000;
      4'h8: seg_decode = 7'b0000000;
      4'h9: seg_decode = 7'b0010000;
      4'hE: seg_decode = 7'b0000110;
      4'hC: seg_decode = 7'b1000110;
      default: seg_decode = 7'b1111111;
    endcase    
  endfunction
  always@(posedge clk) begin
    if(i==0)begin
      HEX0 = seg_decode(4'h7);
      HEX1 = seg_decode(4'h8);
      HEX2 = seg_decode(4'h0);
      HEX3 = seg_decode(4'h1);
      HEX4 = seg_decode(4'hC);
      HEX5 = seg_decode(4'hE);
    end
    if(i==1)begin
      HEX0 = seg_decode(4'h5);
      HEX1 = seg_decode(4'h0);
      HEX2 = seg_decode(4'h2);
      HEX3 = seg_decode(4'h1);
      HEX4 = seg_decode(4'hC);
      HEX5 = seg_decode(4'hE);
    end
    j=j+1;
    i=j%2;
  end
endmodule
==> /design/flow/run.sh <==
#!/bin/bash
# OpenROAD 26Q1-2900-gdf79404cd8, Yosys 0.63+post, stock flow scripts
make -C /OpenROAD-flow-scripts/flow DESIGN_CONFIG=/design/flow/config.mk WORK_HOME=/design/flow/orfs finish
==> /design/flow/config.mk <==
export PLATFORM = sky130hd
export DESIGN_NAME = sevseg
export DESIGN_NICKNAME = sevseg
export VERILOG_FILES = /design/flow/design.v
export SDC_FILE = /design/flow/constraint.sdc
export NUM_CORES = 4
export LEC_CHECK = 1
export CORE_UTILIZATION = 30
==> /design/flow/constraint.sdc <==
current_design sevseg

set clk_period 5.5
set clk_io_pct 0.2

create_clock -name clk0 -period $clk_period [get_ports {clk}]

set non_clock_inputs [all_inputs -no_clocks]
set_input_delay [expr $clk_period * $clk_io_pct] -clock clk0 $non_clock_inputs
set_output_delay [expr $clk_period * $clk_io_pct] -clock clk0 [all_outputs]
==> out/metrics.yaml <==
io_buffers: 8
holdWs_ns: 0.450
hold_violations: 0
logic_area_um2: 742
avgSynthCellArea_um2: 9.82
drc: 0
crit_path_start: "HEX2[5]"
status: "completed"
area_leaders: "dfxtp_1, buf_4, xnor2_1, nand4_1, nand3_1"
antenna_found_initial: 0
grt_max_degree: 17
path_clk_slew_ns: 0.06
syn_to_final_growth_pct: 4.63
p_switching_uw: 84.7
tool_warnings: 25
post-cts-setup-buffers: 0
synth.distinct_cells: 25
synthCells: 168
clkPwrFrac_pct: 43.9
irDropWorstVdd_uv: 75.9
slowest_delay_ns: 0.48
seq_area_um2: 701
critPathSlowestCell: "clkdlybuf4s50_1"
end_kind: "output pin"
cts_resized: 0
ff_type: "dfxtp_1"
relSlewSlack_pct: 44.6
yosys_area_mm2: 0.00165
grt_pass1_vias: 785
yosysWarnings: 1
drt_pass1_iterations: 4
min-delay-path-class: "reg2reg"
cts_tree: "done"
diodes: 0
maxSlewViolCount: 0
pwr-share-seq_pct: 56.0
critPathLaunchType: "flop"
ctsHoldBuffers: 0
avgRoutedWirePerCell_um: 8.39
combPwrFrac_pct: 0.1
cts-root-buf: "clkbuf_8"
p_leak_uw: 0.000618
top_area_cell: "dfxtp_1"
fin_crit_sh_pct: 40.6
gp_congestion: 0.707
skew_ns: 0.00380
place_inst: 237
fillCellCount: 528
swShare_pct: 18.7
tightest_slew_ns: 0.825
netlist_area_mm2: 0.00165
path_max_fanout: 5
drt_wl_total_um: 2060
io_pins: 43
maxCapViolCount: 0
fin_crit_ns: 2.23
cp.arrival_ns: 1.13
rsz0062_at_grt: "no"
powerDensity_mw_per_mm2: 262
cts_sinks: 35
r2r-start: "j[7]"
ys_seq_share_pct: 42.5
coreArea_mm2: 0.00520
fin_cells: 245
fmax_mhz: 448
insertion_delay_ns: 0.28
vias: 936
synth-edff-count: 0
drt_iter0_markers: 33
critical_path_required_ns: 4.40
cts_inserted_buffers: 5
ys_cells: 168
cts.htree.levels: 2
clockBufferDepth: 2
crit_family: "buffers and inverters"
grt_pass1_wl_um: 3440
fp_util_pct: 31.7
setup_viol: 0
die_w_um: 76.1
netlist.area_leader.share_pct: 42.5
ys.flops: 35
postRouteAntennaNets: 0
tns_ns: 0
overflow: 0
worstSetupPathType: "reg2out"
ys_async_sr_fraction_pct: 0
dieArea_mm2: 0.00580
vias_per_cell: 3.82
num_rows: 26
hold_start: "j[25]"
drive_gt1_share_pct: 6.86
die_h_um: 76.1
power.internal_uw: 368
path_buffers: 1
gr-usage-all-layers_pct: 7.29
dp.final_hpwl_um: 1430
crit_chain: "clkdlybuf4s50_1"
[state kept, by name, summed over array words and instances (netlist names)]
name and count:
j 32, i 1, HEX2 2
[synth_stat cells (3+ instances only)]
library cell and number:
and4_1 3, nor2_1 4, buf_4 40, nand2_1 10, xnor2_1 25, nand4_1 13
inv_1 4, xor2_1 5, nand3_1 10, dfxtp_1 35
[cell usage in the layout (no fill, tap or decap)]
cell,count
and3_2,1
nand4_1,13
and3_1,2
nand2_1,10
ha_1,1
o21ai_0,1
clkdlybuf4s50_1,8
nor2_1,4
clkbuf_8,7
inv_1,4
nor4_1,2
conb_1,34
nand4b_1,1
xor2_1,5
clkbuf_1,1
nor4_4,1
xnor2_1,25
and4_1,3
nor2_2,1
nor2b_1,1
mux2_2,1
nand3_1,10
dfxtp_1,35
and2_1,1
nand4_4,1
nor3_1,2
[through the flow]
step	utilization (%)	worst slack [ns]	cell area, um^2	total power [uW]
floorplan	-	3.96	1770	276
global placement	31.2	3.56	1630	260
detailed placement	31.2	3.55	1630	260
CTS	33.1	3.24	1730	461
global route	33.1	3.19	1730	474
finish	33.1	3.27	1730	452
[final timing paths]
kind              endpoint  slack, ns  depth (start not counted)
hold reg to reg      j[25]       0.45                          1
setup / recovery   HEX1[6]       3.27                          1
hold / removal       j[25]       0.45                          1
setup reg to reg     j[31]       3.62                          4
[area by class of cell]
| cell class | count | share of cell area, % |
|---|---|---|
| flip-flops and latches | 35 | 40.6 |
| clock buffers | 8 | 5.80 |
| repair buffers | 8 | 4.64 |
| well taps | 70 | 5.08 |
| multi-input cells | 120 | 43.0 |
| inverters | 4 | 0.870 |
[logic make-up after synthesis]
| kind of cell | count (synthesis) | share of synthesized area [%] |
|---|---|---|
| and+or+nand+nor | 53 | 19.6 |
| buffers and inverters | 45 | 19.8 |
| DFF | 35 | 42.5 |
| xor gates and xnor gates | 30 | 15.9 |
| other | 2 | 0.455 |
| adders and majority gates | 1 | 0.759 |
| AOI/OAI and AO/OA | 1 | 0.303 |
| muxes | 1 | 0.683 |
[power by group through the flow]
| stage | clock network, uW | logic (uW) | registers (uW) |
|---|---|---|---|
| 4_1_cts | 207 | 0.679 | 253 |
| 5_1_grt | 219 | 1.68 | 253 |
| 6_report | 198 | 0.488 | 253 |
[per-layer routing]
metal	share of wire, %	up-vias	GRT usage [%]	wire length [um]
met5	0	-	0	0
met4	3.9	0	2.50	81
met3	5.2	8	1.70	106
met2	39	31	10.4	795
met1	52	397	11.0	1070
li1	-	500	-	-
Power and IR drop assume default switching activity.
